<file path="design/flow/config.mk">
export PLATFORM = sky130hd
export DESIGN_NAME = siir_sos_hdl
export DESIGN_NICKNAME = siir_sos_hdl
export VERILOG_FILES = /design/flow/design.v
export SDC_FILE = /design/flow/constraint.sdc
export NUM_CORES = 4
export LEC_CHECK = 1
export CORE_UTILIZATION = 40
</file>
<file path="design/flow/constraint.sdc">
current_design siir_sos_hdl

set clk_period 31.4
set clk_io_pct 0.2

create_clock -name clk0 -period $clk_period [get_ports {clk}]

set non_clock_inputs [all_inputs -no_clocks]
set_input_delay [expr $clk_period * $clk_io_pct] -clock clk0 $non_clock_inputs
set_output_delay [expr $clk_period * $clk_io_pct] -clock clk0 [all_outputs]
</file>
<file path="design/flow/design.v">
module
   comm_fpga_fx2_v1(
		 input wire 	   clk_in,  
		 input wire 	   reset_in,  
		 output reg 	   fx2FifoSel_out,  
		 input wire [7:0]  fx2Data_in,
		 output wire [7:0]  fx2Data_out,
		 output wire fx2Data_sel,
		 output wire 	   fx2Read_out,  
		 input wire 	   fx2GotData_in,  
		 output wire 	   fx2Write_out,  
		 input wire 	   fx2GotRoom_in,  
		 output reg 	   fx2PktEnd_out,  
		 output wire [6:0] chanAddr_out,  
		 output wire [7:0] h2fData_out,  
		 output reg 	   h2fValid_out,  
		 input wire 	   h2fReady_in,  
		 input wire [7:0]  f2hData_in,  
		 input wire 	   f2hValid_in,  
		 output reg 	   f2hReady_out      
		 );
   localparam[3:0] S_IDLE                    = 4'h0;      
   localparam[3:0] S_GET_COUNT0              = 4'h1;      
   localparam[3:0] S_GET_COUNT1              = 4'h2;      
   localparam[3:0] S_GET_COUNT2              = 4'h3;      
   localparam[3:0] S_GET_COUNT3              = 4'h4;      
   localparam[3:0] S_BEGIN_WRITE             = 4'h5;      
   localparam[3:0] S_WRITE                   = 4'h6;      
   localparam[3:0] S_END_WRITE_ALIGNED       = 4'h7;      
   localparam[3:0] S_END_WRITE_NONALIGNED    = 4'h8;      
   localparam[3:0] S_READ                    = 4'h9;      
   localparam[1:0] FIFO_READ                 = 2'b10;     
   localparam[1:0] FIFO_WRITE                = 2'b01;     
   localparam[1:0] FIFO_NOP                  = 2'b11;     
   localparam      OUT_FIFO                  = 2'b0;      
   localparam      IN_FIFO                   = 2'b1;      
   reg [3:0] 			   state_next, state         = S_IDLE;
   reg [1:0] 			   fifoOp                    = FIFO_NOP;
   reg [31:0] 			   count_next, count         = 32'h0;     
   reg [6:0] 			   chanAddr_next, chanAddr   = 7'h00;     
   reg 				   isWrite_next, isWrite     = 1'b0;      
   reg 				   isAligned_next, isAligned = 1'b0;      
   reg [7:0] 			   dataOut;                               
   reg 				   driveBus;                              
   always @(posedge clk_in)
     begin
	if ( reset_in == 1'b1 )
	  begin
	     state <= S_IDLE;
	     count <= 32'h0;
	     chanAddr <= 7'h00;
	     isWrite <= 1'b0;
	     isAligned <= 1'b0;
	  end
	else
	  begin
	     state <= state_next;
	     count <= count_next;
	     chanAddr <= chanAddr_next;
	     isWrite <= isWrite_next;
	     isAligned <= isAligned_next;
	  end
     end
   always @*
     begin
	state_next = state;
	count_next = count;
	chanAddr_next = chanAddr;
	isWrite_next = isWrite;        
	isAligned_next = isAligned;    
	dataOut = 8'h00;
	driveBus = 1'b0;               
	fifoOp = FIFO_READ;            
	fx2PktEnd_out = 1'b1;          
	f2hReady_out = 1'b0;
	h2fValid_out = 1'b0;
	case ( state )
	  S_GET_COUNT0:
	    begin
	       fx2FifoSel_out = OUT_FIFO;   
	       if ( fx2GotData_in == 1'b1 )
		 begin
		    count_next[31:24] = fx2Data_in;
		    state_next = S_GET_COUNT1;
		 end
	    end
	  S_GET_COUNT1:
	    begin
	       fx2FifoSel_out = OUT_FIFO;   
	       if ( fx2GotData_in == 1'b1 )
		 begin
		    count_next[23:16] = fx2Data_in;
		    state_next = S_GET_COUNT2;
		 end
	    end
	  S_GET_COUNT2:
	    begin
	       fx2FifoSel_out = OUT_FIFO;   
	       if ( fx2GotData_in == 1'b1 )
		 begin
		    count_next[15:8] = fx2Data_in;
		    state_next = S_GET_COUNT3;
		 end
	    end
	  S_GET_COUNT3:
	    begin
	       fx2FifoSel_out = OUT_FIFO;   
	       if ( fx2GotData_in == 1'b1 )
		 begin
		    count_next[7:0] = fx2Data_in;
		    if ( isWrite == 1'b1 )
		      state_next = S_BEGIN_WRITE;
		    else
		      state_next = S_READ;
		 end
	    end
	  S_BEGIN_WRITE:
	    begin
	       fx2FifoSel_out = IN_FIFO;    
	       fifoOp = FIFO_NOP;
	       if ( count[8:0] == 9'b000000000 )
		 isAligned_next = 1'b1;
	       else
		 isAligned_next = 1'b0;
	       state_next = S_WRITE;
	    end
	  S_WRITE:
	    begin
	       fx2FifoSel_out = IN_FIFO;    
	       if ( fx2GotRoom_in == 1'b1 )
		 f2hReady_out = 1'b1;
	       if ( fx2GotRoom_in == 1'b1 && f2hValid_in == 1'b1 )
		 begin
		    fifoOp = FIFO_WRITE;
		    dataOut = f2hData_in;
		    driveBus = 1'b1;
		    count_next = count - 1;
		    if ( count == 32'h1 )
		      begin
			 if ( isAligned == 1'b1 )
			   state_next = S_END_WRITE_ALIGNED;   
			 else
			   state_next = S_END_WRITE_NONALIGNED;   
		      end
		 end
	       else
		 fifoOp = FIFO_NOP;
	    end
	  S_END_WRITE_ALIGNED:
	    begin
	       fx2FifoSel_out = IN_FIFO;    
	       fifoOp = FIFO_NOP;
	       state_next = S_IDLE;
	    end
	  S_END_WRITE_NONALIGNED:
	    begin
	       fx2FifoSel_out = IN_FIFO;    
	       fifoOp = FIFO_NOP;
	       fx2PktEnd_out = 1'b0;        
	       state_next = S_IDLE;
	    end
	  S_READ:
	    begin
	       fx2FifoSel_out = OUT_FIFO;   
	       if ( fx2GotData_in == 1'b1 && h2fReady_in == 1'b1 )
		 begin
		    h2fValid_out = 1'b1;
		    count_next = count - 1;
		    if ( count == 32'h1 )
		      state_next = S_IDLE;
		 end
	       else
		 fifoOp = FIFO_NOP;
	    end
	  default:
	    begin
	       fx2FifoSel_out = OUT_FIFO;   
	       if ( fx2GotData_in == 1'b1 )
		 begin
		    chanAddr_next = fx2Data_in[6:0];
		    isWrite_next = fx2Data_in[7];
		    state_next = S_GET_COUNT0;
		 end
	    end
	endcase
     end
   assign fx2Read_out = fifoOp[0];
   assign fx2Write_out = fifoOp[1];
   assign chanAddr_out = chanAddr;
   assign h2fData_out = fx2Data_in;
   assign fx2Data_out = dataOut;
   assign fx2Data_sel = driveBus;
endmodule
`timescale 1ns/10ps
module siir_sos_hdl (
    clk,
    x,
    y,
    ts
);
input clk;
input signed [23:0] x;
output signed [23:0] y;
reg signed [23:0] y;
input ts;
wire signed [48:0] ListOfIir_4_yacc;
reg signed [23:0] ListOfIir_4_x;
wire signed [48:0] ListOfIir_3_yacc;
reg signed [23:0] ListOfIir_3_x;
wire signed [48:0] ListOfIir_2_yacc;
reg signed [23:0] ListOfIir_2_x;
wire signed [48:0] ListOfIir_1_yacc;
reg signed [23:0] ListOfIir_1_x;
wire signed [48:0] ListOfIir_0_yacc;
reg signed [48:0] ListOfIir_4_ffd [0:2-1];
reg signed [48:0] ListOfIir_4_fbd [0:2-1];
reg signed [48:0] ListOfIir_3_ffd [0:2-1];
reg signed [48:0] ListOfIir_3_fbd [0:2-1];
reg signed [48:0] ListOfIir_2_ffd [0:2-1];
reg signed [48:0] ListOfIir_2_fbd [0:2-1];
reg signed [48:0] ListOfIir_1_ffd [0:2-1];
reg signed [48:0] ListOfIir_1_fbd [0:2-1];
reg signed [48:0] ListOfIir_0_ffd [0:2-1];
reg signed [48:0] ListOfIir_0_fbd [0:2-1];
always @(posedge clk) begin: SIIR_SOS_HDL_LISTOFIIR_0_RTL_IIR
    if (ts) begin
        ListOfIir_0_ffd[1] <= ListOfIir_0_ffd[0];
        ListOfIir_0_ffd[0] <= x;
        ListOfIir_0_fbd[1] <= ListOfIir_0_fbd[0];
        ListOfIir_0_fbd[0] <= $signed(ListOfIir_0_yacc[48-1:23]);
    end
    ListOfIir_1_x <= $signed(ListOfIir_0_yacc[48-1:23]);
end
assign ListOfIir_0_yacc = (((((8388608 * x) + (16800336 * ListOfIir_0_ffd[0])) + (8385201 * ListOfIir_0_ffd[1])) - ((-14723363) * ListOfIir_0_fbd[0])) - (6463234 * ListOfIir_0_fbd[1]));
always @(posedge clk) begin: SIIR_SOS_HDL_LISTOFIIR_1_RTL_IIR
    if (ts) begin
        ListOfIir_1_ffd[1] <= ListOfIir_1_ffd[0];
        ListOfIir_1_ffd[0] <= ListOfIir_1_x;
        ListOfIir_1_fbd[1] <= ListOfIir_1_fbd[0];
        ListOfIir_1_fbd[0] <= $signed(ListOfIir_1_yacc[48-1:23]);
    end
    ListOfIir_2_x <= $signed(ListOfIir_1_yacc[48-1:23]);
end
assign ListOfIir_1_yacc = (((((8388608 * ListOfIir_1_x) + (17547599 * ListOfIir_1_ffd[0])) + (9186593 * ListOfIir_1_ffd[1])) - ((-14890123) * ListOfIir_1_fbd[0])) - (6631526 * ListOfIir_1_fbd[1]));
always @(posedge clk) begin: SIIR_SOS_HDL_LISTOFIIR_2_RTL_IIR
    if (ts) begin
        ListOfIir_2_ffd[1] <= ListOfIir_2_ffd[0];
        ListOfIir_2_ffd[0] <= ListOfIir_2_x;
        ListOfIir_2_fbd[1] <= ListOfIir_2_fbd[0];
        ListOfIir_2_fbd[0] <= $signed(ListOfIir_2_yacc[48-1:23]);
    end
    ListOfIir_3_x <= $signed(ListOfIir_2_yacc[48-1:23]);
end
assign ListOfIir_2_yacc = (((((8388608 * ListOfIir_2_x) + (17049881 * ListOfIir_2_ffd[0])) + (8688210 * ListOfIir_2_ffd[1])) - ((-15219500) * ListOfIir_2_fbd[0])) - (6963733 * ListOfIir_2_fbd[1]));
always @(posedge clk) begin: SIIR_SOS_HDL_LISTOFIIR_3_RTL_IIR
    if (ts) begin
        ListOfIir_3_ffd[1] <= ListOfIir_3_ffd[0];
        ListOfIir_3_ffd[0] <= ListOfIir_3_x;
        ListOfIir_3_fbd[1] <= ListOfIir_3_fbd[0];
        ListOfIir_3_fbd[0] <= $signed(ListOfIir_3_yacc[48-1:23]);
    end
    ListOfIir_4_x <= $signed(ListOfIir_3_yacc[48-1:23]);
end
assign ListOfIir_3_yacc = (((((8388608 * ListOfIir_3_x) + (16467145 * ListOfIir_3_ffd[0])) + (8104671 * ListOfIir_3_ffd[1])) - ((-15696621) * ListOfIir_3_fbd[0])) - (7445015 * ListOfIir_3_fbd[1]));
always @(posedge clk) begin: SIIR_SOS_HDL_LISTOFIIR_4_RTL_IIR
    if (ts) begin
        ListOfIir_4_ffd[1] <= ListOfIir_4_ffd[0];
        ListOfIir_4_ffd[0] <= ListOfIir_4_x;
        ListOfIir_4_fbd[1] <= ListOfIir_4_fbd[0];
        ListOfIir_4_fbd[0] <= $signed(ListOfIir_4_yacc[48-1:23]);
    end
    y <= $signed(ListOfIir_4_yacc[48-1:23]);
end
assign ListOfIir_4_yacc = (((((8388608 * ListOfIir_4_x) + (16021119 * ListOfIir_4_ffd[0])) + (7658009 * ListOfIir_4_ffd[1])) - ((-16297371) * ListOfIir_4_fbd[0])) - (8051015 * ListOfIir_4_fbd[1]));
endmodule
</file>
<file path="design/flow/run.sh">
#!/bin/bash
# OpenROAD 26Q1-2900-gdf79404cd8, Yosys 0.63+post, stock flow scripts
make -C /OpenROAD-flow-scripts/flow DESIGN_CONFIG=/design/flow/config.mk WORK_HOME=/design/flow/orfs finish
</file>
==> qor.log <==
qor: detailed_routing.route.detailed.vias_per_inst 4.634
qor: logic_synthesis.enable_flop_cells 490
qor: logic_synthesis.post_synth_num_cell_types 88
qor: worst_setup_path.crit_type reg -> reg
qor: cells_and_area.layout.cells.most_common inv_1
qor: global_route.grt_antenna_before_repair 25
qor: clock_network.clock_tree.buffer_depth 4
qor: logic_synthesis.ys_async_sr_fraction 0%
qor: detailed_routing.routed_wire_length_per_instance 21.81 um
qor: status.run_status finished clean
qor: clock_network.tritoncts_num_sinks 610
qor: timing.clock-skew-final 154.0 ps
qor: floorplan.die_height 778.0 um
qor: worst_setup_path.standard_cell_with_the_maximum_stage_delay_on_the_critical_path a221oi_1
qor: timing.finalHoldViolCount 0
qor: logic_synthesis.yosys-stat-area 240900 sq um
qor: cells_and_area.stdcell_area 256900 sq um
qor: worst_setup_path.critPathArrivalTime 14770 ps
qor: clock_network.cts_resized 0
qor: min_path.hold_path_class reg -> reg
qor: worst_setup_path.worst-path-max-fanout 8
qor: cells_and_area.drive_gt1_share 2.301%
qor: global_route.grt.total_usage 24.91%
qor: cells_and_area.final_cell_count_no_fill 30610
qor: floorplan.pin_count 50
qor: clock_network.cts.htree.levels 3
qor: clock_network.holdBufCountCts 0
qor: logic_synthesis.proportion_of_netlist_area_held_by_the_largest_area_contributor 48.21%
qor: floorplan.die_area 605200 sq um
qor: run.warnings 694
qor: timing.final_number_of_setup_violating_endpoints 0
qor: timing.tns 0 ps
qor: worst_setup_path.timing.reg2reg.worst_path_depth 49
qor: logic_synthesis.ys_dominant_reg_cell edfxtp_1
qor: logic_synthesis.yosys-stat-cells 22120
qor: placed_design.place.port_buffers 49
qor: clock_network.cts_tree yes
qor: timing.timing.max_slew.rel_slack 36.18%
qor: worst_setup_path.crit_path_max_incr_delay 740 ps
qor: timing.max_slew.worst_pin.slew 953.8 ps
qor: cells_and_area.syn2layout_area_growth 6.682%
qor: timing.period_used_share 45.08%
qor: detailed_routing.drt-pass1-iter-count 5
qor: detailed_routing.drt-initial-drc-count 4665
qor: global_route.grt_max_degree 80
qor: timing.max_freq 0.07064 GHz
qor: worst_setup_path.timing.critical_path.mode_cell fa_1
qor: placed_design.place_inst 30410
qor: placed_design.dp_hpwl 613500 um
qor: detailed_routing.wl 667600 um
qor: logic_synthesis.synth_area_per_cell 10.89 sq um
qor: run.maxCapViolations 0
qor: logic_synthesis.yosys_warnings 11
qor: logic_synthesis.topCellsByArea fa_1, ha_1, inv_1, edfxtp_1, xnor2_1
qor: global_route.wire_length_of_the_first_global_routing_pass 1029000 um
qor: logic_synthesis.ys_seq_share 7.107%
qor: clock_network.cts.repair_timing.setup_buffer_count 0
qor: detailed_routing.drc 0
qor: global_route.grt.overflow.total 0
qor: detailed_routing.detailroute.via_count 141900
qor: clock_network.cts_made_buffers 107
qor: floorplan.row_count 284
qor: global_route.first_global_vias 164400
qor: placed_design.gpl.final_weighted_congestion 1.031
qor: timing.slew_viol_final 0
qor: logic_synthesis.synthesis.area 240900 sq um
qor: logic_synthesis.netlist.top_cell.by_area fa_1
qor: cells_and_area.postLayoutCoreUtil 42.89%
qor: logic_synthesis.synth_flop_count 610
qor: detailed_routing.route.antenna.remaining_nets 0
qor: timing.rsz0062_at_grt false
qor: timing.layout_min_cycle_time 14160 ps
qor: cells_and_area.most_frequently_placed_logic_cells_in_the_final_layout inv_1, fa_1, ha_1
qor: logic_synthesis.synthCells 22120
qor: floorplan.fp_util 40.20%
qor: clock_network.cts.clk_slew.worst_paths 70 ps
qor: floorplan.core_area 599100 sq um
qor: worst_setup_path.crit_path_start_kind flip-flop
qor: clock_network.clk-insertion-delay-late 990 ps
qor: clock_network.cts.root.buffer_cell clkbuf_16
qor: placed_design.placed_cell_area 253300 sq um
qor: worst_setup_path.worst_ep_required_time 32010 ps
qor: worst_setup_path.crit_path_end_kind flip-flop
qor: min_path.worst_hold_path.num_cells 0
qor: floorplan.die_w 778.0 um
==> metrics by stage <==
stage          hold WS, ps  setup WS (ps)
2_1_floorplan        408.2          18370
3_3_place_gp         415.5          16420
3_5_place_dp         426.8          16510
4_1_cts              363.0          17190
5_1_grt              399.5          16320
6_report             358.7          17240
==> registers in the layout (all words and copies together) (netlist names) <==
| signal | cells |
|---|---|
| ListOfIir_0_fbd | 50 |
| ListOfIir_0_ffd | 48 |
| ListOfIir_1_fbd | 50 |
| ListOfIir_1_ffd | 48 |
| ListOfIir_1_x | 24 |
| ListOfIir_2_fbd | 50 |
| ListOfIir_2_ffd | 48 |
| ListOfIir_2_x | 24 |
| ListOfIir_3_fbd | 50 |
| ListOfIir_3_ffd | 48 |
| ListOfIir_3_x | 24 |
| ListOfIir_4_fbd | 50 |
| ListOfIir_4_ffd | 48 |
| ListOfIir_4_x | 24 |
| y | 24 |
==> cells in the mapped netlist (9+ instances only) <==
cell,instances
inv_1,8489
fa_1,5800
ha_1,4798
edfxtp_1,490
xnor2_1,415
a21oi_1,309
nor2_1,242
a21o_1,185
xor2_1,180
nand2_1,177
o21ai_0,145
dfxtp_1,120
nor3_1,65
nand3_1,60
o21a_1,59
nand2b_1,49
and2_1,36
nor2b_1,36
a31oi_1,35
o21bai_1,34
and3_1,33
nand4_1,33
or2_2,31
clkbuf_1,28
a211oi_1,24
mux2i_1,23
o211ai_1,16
and4_1,11
o21ai_1,11
a21boi_0,10
a211o_1,9
a221oi_1,9
a31o_2,9
o31ai_1,9
==> final cells by class <==
| class | count | area, sq um |
|---|---|---|
| fillers | 56210 | 342200 |
| multi-input cells | 12980 | 191700 |
| inverters | 8491 | 31870 |
| flip-flops and latches | 610 | 17120 |
| well taps | 8008 | 10020 |
| clock buffers | 122 | 2836 |
| repair buffers | 316 | 2512 |
| clock inverters | 75 | 828.3 |
| diodes | 7 | 17.52 |
==> cell families after synthesis <==
logic type | count (synthesis) | share of synthesized area, %
other | 2 | 0.003118
and+or+nand+nor | 809 | 1.627
xor gates and xnor gates | 598 | 2.193
DFF | 610 | 7.107
adders and majority gates | 10600 | 73.14
AOI/OAI and AO/OA | 948 | 2.536
muxes | 26 | 0.1096
buffers and inverters | 8525 | 13.29
==> routing by layer <==
metal | share of wire, % | track usage (%) | up-vias
met5 | 0.061 | 0.2899 | -
met1 | 37 | 32.32 | 71150
met3 | 12 | 12.35 | 946
li1 | - | - | 65230
met4 | 4.4 | 7.674 | 32
met2 | 47 | 38.01 | 4509
==> worst paths after layout <==
check,endpoint,slack (ps),from
setup reg to reg,ListOfIir_0_fbd[0][24],17240,ListOfIir_0_ffd[0][6]
hold / removal,ListOfIir_2_ffd[1][7],360,ListOfIir_2_ffd[0][7]
setup / recovery,ListOfIir_0_fbd[0][24],17240,ListOfIir_0_ffd[0][6]
hold reg to reg,ListOfIir_2_ffd[1][7],360,ListOfIir_2_ffd[0][7]
==> critical path: cells and delay by family, from the launching register on <==
kind / cells / cell delay, ps
adders and majority gates: 18 / 7730
and+or+nand+nor: 6 / 1200
xor gates and xnor gates: 2 / 430
buffers and inverters: 10 / 510
AOI/OAI and AO/OA: 13 / 3360
DFF: 1 / 650

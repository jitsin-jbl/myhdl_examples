`config.mk`:
```
export PLATFORM = sky130hd
export DESIGN_NAME = firfilt
export DESIGN_NICKNAME = firfilt
export VERILOG_FILES = /design/flow/design.v
export SDC_FILE = /design/flow/constraint.sdc
export NUM_CORES = 4
export LEC_CHECK = 1
export CORE_UTILIZATION = 30
```
`constraint.sdc`:
```
current_design firfilt

set clk_period 14.6
set clk_io_pct 0.2

create_clock -name clk0 -period $clk_period [get_ports {clk}]

set non_clock_inputs [all_inputs -no_clocks]
set_input_delay [expr $clk_period * $clk_io_pct] -clock clk0 $non_clock_inputs
set_output_delay [expr $clk_period * $clk_io_pct] -clock clk0 [all_outputs]
```
`design.v`:
```
module
   comm_fpga_fx2_v1(
		 input wire 	   clk_in,  
		 input wire 	   reset_in,  
		 output reg 	   fx2FifoSel_out,  
		 input wire [7:0]  fx2Data_in,
		 output wire [7:0]  fx2Data_out,
		 output wire fx2Data_sel,
		 output wire 	   fx2Read_out,  
		 input wire 	   fx2GotData_in,  
		 output wire 	   fx2Write_out,  
		 input wire 	   fx2GotRoom_in,  
		 output reg 	   fx2PktEnd_out,  
		 output wire [6:0] chanAddr_out,  
		 output wire [7:0] h2fData_out,  
		 output reg 	   h2fValid_out,  
		 input wire 	   h2fReady_in,  
		 input wire [7:0]  f2hData_in,  
		 input wire 	   f2hValid_in,  
		 output reg 	   f2hReady_out      
		 );
   localparam[3:0] S_IDLE                    = 4'h0;      
   localparam[3:0] S_GET_COUNT0              = 4'h1;      
   localparam[3:0] S_GET_COUNT1              = 4'h2;      
   localparam[3:0] S_GET_COUNT2              = 4'h3;      
   localparam[3:0] S_GET_COUNT3              = 4'h4;      
   localparam[3:0] S_BEGIN_WRITE             = 4'h5;      
   localparam[3:0] S_WRITE                   = 4'h6;      
   localparam[3:0] S_END_WRITE_ALIGNED       = 4'h7;      
   localparam[3:0] S_END_WRITE_NONALIGNED    = 4'h8;      
   localparam[3:0] S_READ                    = 4'h9;      
   localparam[1:0] FIFO_READ                 = 2'b10;     
   localparam[1:0] FIFO_WRITE                = 2'b01;     
   localparam[1:0] FIFO_NOP                  = 2'b11;     
   localparam      OUT_FIFO                  = 2'b0;      
   localparam      IN_FIFO                   = 2'b1;      
   reg [3:0] 			   state_next, state         = S_IDLE;
   reg [1:0] 			   fifoOp                    = FIFO_NOP;
   reg [31:0] 			   count_next, count         = 32'h0;     
   reg [6:0] 			   chanAddr_next, chanAddr   = 7'h00;     
   reg 				   isWrite_next, isWrite     = 1'b0;      
   reg 				   isAligned_next, isAligned = 1'b0;      
   reg [7:0] 			   dataOut;                               
   reg 				   driveBus;                              
   always @(posedge clk_in)
     begin
	if ( reset_in == 1'b1 )
	  begin
	     state <= S_IDLE;
	     count <= 32'h0;
	     chanAddr <= 7'h00;
	     isWrite <= 1'b0;
	     isAligned <= 1'b0;
	  end
	else
	  begin
	     state <= state_next;
	     count <= count_next;
	     chanAddr <= chanAddr_next;
	     isWrite <= isWrite_next;
	     isAligned <= isAligned_next;
	  end
     end
   always @*
     begin
	state_next = state;
	count_next = count;
	chanAddr_next = chanAddr;
	isWrite_next = isWrite;        
	isAligned_next = isAligned;    
	dataOut = 8'h00;
	driveBus = 1'b0;               
	fifoOp = FIFO_READ;            
	fx2PktEnd_out = 1'b1;          
	f2hReady_out = 1'b0;
	h2fValid_out = 1'b0;
	case ( state )
	  S_GET_COUNT0:
	    begin
	       fx2FifoSel_out = OUT_FIFO;   
	       if ( fx2GotData_in == 1'b1 )
		 begin
		    count_next[31:24] = fx2Data_in;
		    state_next = S_GET_COUNT1;
		 end
	    end
	  S_GET_COUNT1:
	    begin
	       fx2FifoSel_out = OUT_FIFO;   
	       if ( fx2GotData_in == 1'b1 )
		 begin
		    count_next[23:16] = fx2Data_in;
		    state_next = S_GET_COUNT2;
		 end
	    end
	  S_GET_COUNT2:
	    begin
	       fx2FifoSel_out = OUT_FIFO;   
	       if ( fx2GotData_in == 1'b1 )
		 begin
		    count_next[15:8] = fx2Data_in;
		    state_next = S_GET_COUNT3;
		 end
	    end
	  S_GET_COUNT3:
	    begin
	       fx2FifoSel_out = OUT_FIFO;   
	       if ( fx2GotData_in == 1'b1 )
		 begin
		    count_next[7:0] = fx2Data_in;
		    if ( isWrite == 1'b1 )
		      state_next = S_BEGIN_WRITE;
		    else
		      state_next = S_READ;
		 end
	    end
	  S_BEGIN_WRITE:
	    begin
	       fx2FifoSel_out = IN_FIFO;    
	       fifoOp = FIFO_NOP;
	       if ( count[8:0] == 9'b000000000 )
		 isAligned_next = 1'b1;
	       else
		 isAligned_next = 1'b0;
	       state_next = S_WRITE;
	    end
	  S_WRITE:
	    begin
	       fx2FifoSel_out = IN_FIFO;    
	       if ( fx2GotRoom_in == 1'b1 )
		 f2hReady_out = 1'b1;
	       if ( fx2GotRoom_in == 1'b1 && f2hValid_in == 1'b1 )
		 begin
		    fifoOp = FIFO_WRITE;
		    dataOut = f2hData_in;
		    driveBus = 1'b1;
		    count_next = count - 1;
		    if ( count == 32'h1 )
		      begin
			 if ( isAligned == 1'b1 )
			   state_next = S_END_WRITE_ALIGNED;   
			 else
			   state_next = S_END_WRITE_NONALIGNED;   
		      end
		 end
	       else
		 fifoOp = FIFO_NOP;
	    end
	  S_END_WRITE_ALIGNED:
	    begin
	       fx2FifoSel_out = IN_FIFO;    
	       fifoOp = FIFO_NOP;
	       state_next = S_IDLE;
	    end
	  S_END_WRITE_NONALIGNED:
	    begin
	       fx2FifoSel_out = IN_FIFO;    
	       fifoOp = FIFO_NOP;
	       fx2PktEnd_out = 1'b0;        
	       state_next = S_IDLE;
	    end
	  S_READ:
	    begin
	       fx2FifoSel_out = OUT_FIFO;   
	       if ( fx2GotData_in == 1'b1 && h2fReady_in == 1'b1 )
		 begin
		    h2fValid_out = 1'b1;
		    count_next = count - 1;
		    if ( count == 32'h1 )
		      state_next = S_IDLE;
		 end
	       else
		 fifoOp = FIFO_NOP;
	    end
	  default:
	    begin
	       fx2FifoSel_out = OUT_FIFO;   
	       if ( fx2GotData_in == 1'b1 )
		 begin
		    chanAddr_next = fx2Data_in[6:0];
		    isWrite_next = fx2Data_in[7];
		    state_next = S_GET_COUNT0;
		 end
	    end
	endcase
     end
   assign fx2Read_out = fifoOp[0];
   assign fx2Write_out = fifoOp[1];
   assign chanAddr_out = chanAddr;
   assign h2fData_out = fx2Data_in;
   assign fx2Data_out = dataOut;
   assign fx2Data_sel = driveBus;
endmodule
`timescale 1ns/10ps
module firfilt (
    sig_in,
    sig_out,
    clk,
    rst
);
input signed [15:0] sig_in;
output signed [15:0] sig_out;
reg signed [15:0] sig_out;
input clk;
input rst;
reg signed [15:0] taps [0:33-1];
always @(posedge clk) begin: FIRFILT_HDL_SOP
    integer ii;
    integer sop;
    integer c;
    if (rst) begin
        for (ii=0; ii<33; ii=ii+1) begin
            taps[ii] <= 0;
        end
        sig_out <= 0;
    end
    else begin
        sop = 0;
        for (ii=0; ii<33; ii=ii+1) begin
            if ((ii == 0)) begin
                taps[ii] <= sig_in;
            end
            else begin
                taps[ii] <= taps[(ii - 1)];
            end
            case (ii)
                0: c = 7;
                1: c = 40;
                2: c = 82;
                3: c = 120;
                4: c = 117;
                5: c = 27;
                6: c = -174;
                7: c = -453;
                8: c = -701;
                9: c = -746;
                10: c = -416;
                11: c = 391;
                12: c = 1645;
                13: c = 3154;
                14: c = 4607;
                15: c = 5659;
                16: c = 6043;
                17: c = 5659;
                18: c = 4607;
                19: c = 3154;
                20: c = 1645;
                21: c = 391;
                22: c = -416;
                23: c = -746;
                24: c = -701;
                25: c = -453;
                26: c = -174;
                27: c = 27;
                28: c = 117;
                29: c = 120;
                30: c = 82;
                31: c = 40;
                default: c = 7;
            endcase
            sop = ($signed({1'b0, sop}) + (taps[ii] * c));
        end
        sig_out <= $signed(sop >>> 15);
    end
end
endmodule
```
`run.sh`:
```
#!/bin/bash
# OpenROAD 26Q1-2900-gdf79404cd8, Yosys 0.63+post, stock flow scripts
make -C /OpenROAD-flow-scripts/flow DESIGN_CONFIG=/design/flow/config.mk WORK_HOME=/design/flow/orfs finish
```
==> out/metrics.cfg <==
[worst_setup_path]
cp_data_arrival_time_ns=12.03
reg2regPathDepth=35
maximum_single_stage_delay_on_the_critical_path_ns=0.71
crit-reg2reg-launch=taps[26][2]
reg2reg_to=sig_out[10]
timing_worst_setup_path_type=flip-flop to flip-flop
cp-start-kind=flip-flop
worstPathRequired_ns=15.21
worstSetupEndpointType=flip-flop
cp.depth=35
critPathBufInv=10
critical_path.max_fanout=5
cpMostUsedCell=fa_1
reg2reg_slack_ns=3.18
critical_path_slowest_stage_cell=fa_1
critPathTopFamily=adder cells

[finish]
area_growth_pct=8.19
share_of_cells_above_drive_strength_1_pct=1.68
layout.filler_cells=43500
fin_cells=17700

[synthesis]
ys_cells=11800
top_area_cell=fa_1
chip_area_estimate_from_yosys_synthesis_um2=131000
yosys_warnings=2
ys_seq_share_pct=8.33
synthCells=11800
yosys_register_bits=544
edff_count_synth=0
ys_top_cells_by_count=4589 x inv_1, 3352 x fa_1, 2464 x ha_1
yosys_most_used_dff=dfxtp_1
synthMostInstantiatedCell=inv_1
synth.avg_cell_area_um2=11.1
post_synth_num_cell_types=36
post-synth-top-area-fraction_pct=51.4
post_synth_main_area_contributors=fa_1 51%, ha_1 24%, inv_1 13%, dfxtp_1 8.3%, nor2b_1 1.6%
mappedNetlistArea_um2=131000
fraction_of_registers_with_async_set_or_reset_after_synthesis_pct=0

[floorplan]
core_area_um2=432000
die_x_um=662
floorplan.die.height_um=662
design.die.area_um2=438000
fp_util_pct=30.2
io_pins=34
rows=241

[global_routing]
overall_track_demand_over_capacity_in_global_routing_pct=19.2
grt_first_pass_wirelength_um=570000
via_count_of_the_first_global_routing_pass=87400
grt_antenna_before_repair=13
grt_overflow=0
grt_start_max_net_pins=102

[timing]
finalMaxSlewViolations=0
hold-worst-slack_ns=0.484
layout_worst_path_cycle_share_pct=78.2
setup_viol=0
min_period_ns=11.42
grt_setup_unrepaired=no
maxClockFrequency_mhz=87.5
final_hold_viol_count=0
max_slew.worst_pin.slew_ns=1.04
setup_total_negative_slack_ns=0
timing.slew.headroom_pct=29.9
finalClockSkew_ns=0.0264

[placement]
placed_cells=17500
gp_routability_congestion=0.999
numPortBuffers=33
placed_wire_length_estimate_after_detailed_placement_um=350000

[job]
drv.max_cap_violation_count=0
warning_count=285

[pwr]
p_sw_share_pct=35.4
irDropWorstVdd_uv=88.5
power_report.internal_total_mw=3.47
power.sequential.fraction_pct=29.3
power.density_nw_per_um2=38.0
netSwitchingPower_mw=1.90
leakage_nw=79.5
combinationalPowerShare_pct=28.1
clockPowerShare_pct=42.6

[worst_hold_path]
min_from=taps[2][14]
worst_hold_path_type=flip-flop to flip-flop
worstHoldEndpoint=taps[3][14]
hold_path_depth=1

[cts]
cts.reportedPaths.clkPinSlew_ns=0.07
worstSkewPairLatency_ns=0.73
cts_hold_buffers=0
clk_path_buf_depth=3
cts_tree=yes
post-cts-setup-buffers=0
cts_resized=0
cts_root_buffer=clkbuf_16
cts.sink_count=544
cts-buffers-inserted=82
htree_num_levels=3

[detailed_routing]
wl_per_cell_um=21.2
via_count=72900
detailedRoute.firstPassIterationCount=5
drc_errors=0
postRouteWirelength_um=375000
drtAntennaViolNets=0
detailedRoute.firstIterationViolations=2280
detail_route.vias_per_cell=4.12

[status]
status=completed

per-layer routing:
layer	vias up	GRT usage [%]	part of all wire [%]
met1	37100	23.9	38
met5	-	0	0.0035
met2	1975	29.1	46
li1	33500	-	-
met4	2	5.21	3.6
met3	331	10.9	13
logic make-up (layout without fill, tap and decap cells):
| family | count (synthesis) | in the layout | synth area share [%] |
|---|---|---|---|
| compound gates | 55 | 55 | 0.304 |
| xor+xnor | 81 | 81 | 0.543 |
| fa+ha+maj | 5816 | 5816 | 75.0 |
| buf+inv | 4649 | 4808 | 13.4 |
| flops | 544 | 544 | 8.33 |
| mux | 2 | 2 | 0.0153 |
| other cells | 0 | 73 | 0 |
| simple gates | 623 | 623 | 2.50 |
final cells by class:
class,instances,area [um^2],share of cell area [%]
antenna,73,183,0.129
clock buffer,108,2350,1.66
clock inverter,39,611,0.432
inverter,4589,17200,12.2
multi-input combinational,6577,102000,72.4
sequential,544,10900,7.70
tap,5710,7140,5.05
timing repair buffer,72,641,0.453
state kept, by name, summed over array words and instances (netlist names):
name / cells
taps: 528
sig_out: 16
layout by cell type (no fill, tap or decap), types with 3 or more instances in the layout:
cell type / count
inv_1: 4589
fa_1: 3352
ha_1: 2464
dfxtp_1: 544
nor2b_1: 327
nor2_1: 244
clkbuf_16: 85
diode_2: 73
xnor2_1: 68
buf_4: 38
clkdlybuf4s50_1: 32
a21oi_1: 20
or2_2: 14
clkbuf_8: 14
nand2_1: 13
xor2_1: 13
bufinv_16: 13
a21o_1: 9
clkbuf_1: 9
nor3_1: 8
clkinv_2: 8
clkinvlp_4: 6
o21ai_0: 5
nand4_1: 5
and2_1: 4
o21bai_1: 4
o21a_1: 4
clkinv_8: 4
clkinv_4: 4
inv_6: 4
a31oi_1: 3
power by group through the flow:
| stage | logic (mW) | registers, mW | clock network, mW |
|---|---|---|---|
| 6_report | 1.51 | 1.57 | 2.29 |
| 5_1_grt | 1.71 | 1.58 | 2.40 |
| 4_1_cts | 1.53 | 1.59 | 2.35 |
how the worst max path moves through the flow:
stage / to / startpoint
after CTS: sig_out[10] / taps[25][1]
after global routing: sig_out[10] / taps[26][2]
final: sig_out[10] / taps[26][2]
stage by stage:
| step | instance area [um^2] | power [mW] | util [%] | worst slack [ns] |
|---|---|---|---|---|
| final | 141000 | 5.37 | 32.7 | 3.18 |
| after CTS | 141000 | 5.47 | 32.7 | 3.17 |
| after global routing | 141000 | 5.68 | 32.7 | 2.69 |
| after floorplan | 131000 | 2.47 | - | 4.10 |
| after global placement | 138000 | 3.15 | 32.0 | 3.12 |
| after detailed placement | 138000 | 3.12 | 32.0 | 3.17 |
Power and IR drop assume default switching activity.
